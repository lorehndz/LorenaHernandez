==> design.v <==
module ci7448(
   input [3:0] a,
	output reg [6:0] segmentos
);
always @(a)   
begin 
case (a)
		4'b0000: segmentos = 7'b0111111;
		4'b0001: segmentos = 7'b0000110;
		4'b0010: segmentos = 7'b1011011;
		4'b0011: segmentos = 7'b1001111;
		4'b0100: segmentos = 7'b1100110;
		4'b0101: segmentos = 7'b1101101;
		4'b0110: segmentos = 7'b1111100;
		4'b0111: segmentos = 7'b0000111;
		4'b1000: segmentos = 7'b1111111;
      default : segmentos = 7'b1100111;
endcase 
end
endmodule
==> run.sh <==
#!/bin/bash
# OpenROAD 26Q1-2900-gdf79404cd8, Yosys 0.63+post, stock flow scripts
make -C /OpenROAD-flow-scripts/flow DESIGN_CONFIG=/design/flow/config.mk WORK_HOME=/design/flow/orfs finish
==> config.mk <==
export PLATFORM = sky130hd
export DESIGN_NAME = ci7448
export DESIGN_NICKNAME = ci7448
export VERILOG_FILES = /design/flow/design.v
export SDC_FILE = /design/flow/constraint.sdc
export NUM_CORES = 4
export LEC_CHECK = 1
export CORE_AREA = 10 10 70 70
export DIE_AREA = 0 0 80 80
==> constraint.sdc <==
current_design ci7448

set clk_period 1.3
set clk_io_pct 0.2

create_clock -name clk0 -period $clk_period

set non_clock_inputs [all_inputs -no_clocks]
set_input_delay [expr $clk_period * $clk_io_pct] -clock clk0 $non_clock_inputs
set_output_delay [expr $clk_period * $clk_io_pct] -clock clk0 [all_outputs]
==> impl_metrics.ini <==
; implementation run metrics
[final_layout]
seq_cell_count = 0
regArea_sq_um = 0
comb_area_sq_um = 205.2
syn2layout_area_growth_pct = 117.2
finish.cell_count_without_fillers = 84
drive_above_1_share = 0.6053
fillCellCount = 404
nClkBuffers = 0

[sta]
final-hold-violation-count = 0
whs_ns = 0.8344
setup_viol = 1
fin_crit_ns = 1.305
tightest_slew_ns = 0.2106
post-route-period-util = 1.004
worst_slack_ns = -0.004757
max_slew_margin = 0.8591
max_freq_ghz = 0.7664
grt_setup_unrepaired = true
drv_slew = 0

[floorplanning]
die_h_microns = 80
fp-utilization = 0.05531
die-area_sq_um = 6400
num_io_pins = 11
num_rows = 21
die_w_microns = 80
core_region_area_sq_um = 3416

[worst_setup_path]
critPathRequiredTime_ns = 1.04
crit_chain = buf_8, inv_6, buf_12, ha_4, nand3b_1, o31ai_2, buf_2
path_buffers = 4
path_delay_family = buffers and inverters
worst_setup_path_end_kind = primary output
crit_slowest_cell = ha_4
crit_type = input pin to primary output
worstPathArrival_ns = 1.04
start_kind = input pin
slowest_delay_ns = 0.24
crit_fanout = 2

[power_and_ir_drop]
p_leak_uw = 0.0001619
peakVddDrop_uv = 67.64
power_density_nw_per_um2 = 237.6

[drt]
drt_wl_total_microns = 632
vias_per_cell = 2.488
num_vias = 209
first_pass_iters = 1
drt_iter0_markers = 0
route.detailed.drc = 0
diodes = 0
wl_per_cell_microns = 7.524
ant_nets = 0

[job]
warnings = 38
drv_cap = 0

[global_route]
grt_max_degree = 10
overflow = 0
grt_pass1_vias = 214
grt_first_pass_wirelength_microns = 1055
track_usage = 0.01986
antenna_found_initial = 0

[synthesis]
synth-seq-area-share = 0
avgSynthCellArea_sq_um = 7.872
synth.cell_area_sq_um = 188.9
synthCells = 24
ys_cells = 24
yosysWarnings = 1
ys_chip_area_sq_um = 188.9
ys_types = 13

[placed_design]
numPortBuffers = 11
placed_cells = 83
gp_congestion = 0.7141

[run_status]
outcome = finished with violations
violations = setup timing

[clock_network]
cts_hold_buf = 0

[worst_hold_path]
hold_path.class = input pin to primary output
-- placed cells by master, fill, tap and decap left out, drive strengths merged --
cell type	n
buf	13
nand2	1
clkdlybuf4s15	2
nand3b	1
and2	1
ha	5
inv	4
o22ai	1
o21bai	2
a211o	1
nor2b	2
nor2	4
o31ai	1
-- worst paths after layout --
| path | startpoint | end | slack, ns | cells past startpoint |
|---|---|---|---|---|
| worst max-delay path | a[1] | segmentos[3] | -0.005 | 7 |
| worst min-delay path | a[0] | segmentos[0] | 0.83 | 3 |
-- synth_stat cells (all sizes together) --
| master | count | share of area |
|---|---|---|
| o22ai | 1 | 0.033 |
| buf | 1 | 0.060 |
| inv | 4 | 0.079 |
| o21bai | 2 | 0.12 |
| nor2 | 4 | 0.079 |
| o31ai | 1 | 0.066 |
| nand3b | 1 | 0.040 |
| nand2 | 1 | 0.020 |
| ha | 5 | 0.33 |
| and2 | 1 | 0.046 |
| nor2b | 2 | 0.079 |
| a211o | 1 | 0.046 |
-- final cells by class --
| cell class | instances | share of cell area |
|---|---|---|
| Tap cell | 46 | 0.1402 |
| Multi-Input combinational cell | 19 | 0.5000 |
| Timing Repair Buffer | 15 | 0.3110 |
| Inverter | 4 | 0.04878 |
-- metal layers --
layer	share of wire	vias to the layer above	GRT usage
li1	-	107	-
met1	0.56	91	0.03032
met2	0.25	11	0.02247
met3	0.19	0	0.01364
met4	0	0	0
met5	0	-	0
-- per-stage QoR --
stage	worst slack (ns)	setup TNS (ns)	area [sq um]	power, uW	utilization
after floorplan	0.2850	0	188.9	34.63	-
after global placement	-0.8344	-5.234	367.9	86.18	0.1077
after detailed placement	-0.8488	-5.280	367.9	87.76	0.1077
after CTS	-0.009055	-0.009055	390.4	90.79	0.1143
after global routing	-0.06176	-0.07747	410.4	110.9	0.1201
final	-0.004757	-0.004757	410.4	97.50	0.1201
-- timing repair --
action	4_1_cts	5_1_grt
gates cloned	0	0
gates resized	43	9
setup endpoints to repair	7	5
setup buffers	1	0
pin swaps	3	2
-- power breakdown --
group	internal, uW	leakage (uW)	switching, uW
Sequential	0	0	0
Combinational	57.0	0.000162	40.5
Clock	0	0	0
Total	57.0	0.000162	40.5
-- cell families after synthesis --
kind of cell             synth area share
AND/OR/NAND/NOR                    0.2649
adder cells (fa/ha/maj)            0.3311
AND-OR/OR-AND                      0.2649
buffers and inverters              0.1390
Power and IR drop assume default switching activity.
