$ cat flow/run.sh
#!/bin/bash
# OpenROAD 26Q1-2900-gdf79404cd8, Yosys 0.63+post, stock flow scripts
make -C /OpenROAD-flow-scripts/flow DESIGN_CONFIG=/design/flow/config.mk WORK_HOME=/design/flow/orfs finish
$ cat flow/config.mk
export PLATFORM = sky130hd
export DESIGN_NAME = DivFrec
export DESIGN_NICKNAME = DivFrec
export VERILOG_FILES = /design/flow/design.v
export SDC_FILE = /design/flow/constraint.sdc
export NUM_CORES = 4
export LEC_CHECK = 1
export CORE_AREA = 10 10 112 112
export DIE_AREA = 0 0 122 122
$ cat flow/constraint.sdc
current_design DivFrec

set clk_period 3.1
set clk_io_pct 0.2

create_clock -name clk0 -period $clk_period [get_ports {iClk}]

set non_clock_inputs [all_inputs -no_clocks]
set_input_delay [expr $clk_period * $clk_io_pct] -clock clk0 $non_clock_inputs
set_output_delay [expr $clk_period * $clk_io_pct] -clock clk0 [all_outputs]
$ cat flow/design.v
module DivFrec(
	input iClk,
	output oDiv
	);
	reg rDiv_D;
	reg rDiv_Q;
	reg [25:0] rCount_D;
	reg [25:0] rCount_Q;
	assign oDiv = rDiv_Q;
	always @(posedge iClk)
	begin
		rDiv_Q <= rDiv_D;
		rCount_Q <= rCount_D;
	end
	always @ *
	begin
		if (rCount_Q == 26'd50000000)
		begin
			rDiv_D = 1'b1;
			rCount_D = 25'd0;
		end 
		else
		begin
			rDiv_D = 1'b0;
			rCount_D = rCount_Q + 1'd1;
		end
	end
endmodule
==> out/metrics.yaml <==
drt.antenna.violating_nets: 0
dieArea_mm2: 0.0149
cp_data_arrival_time_ns: 2.05
final_area_mm2: 0.00146
worstSkewPairLatency_ns: 0.27
ctsHoldBuffers: 0
critPathCapture: "rCount_Q[17]$_SDFF_PN0_"
warnings: 26
ys_cells: 129
grt_max_degree: 15
r2r-start: "rCount_Q[18]$_SDFF_PN0_"
hold_path.class: "register to register"
ff2ff_path_depth: 5
synthXorXnorAreaFrac_pct: 13.3
synth_chip_area_mm2: 0.00125
crit_start: "rCount_Q[18]$_SDFF_PN0_"
powerDensity_mw_per_mm2: 371
tightest_slew_ns: 0.687
routed_via_density: 3.23
period_used_pct: 61.0
fin_tns_setup_ns: 0
syn_avg_cell_area_um2: 9.69
place.port_buffers: 1
power.leakage_nw: 0.466
drc: 0
vdd_drop_max_v: 0.000190
top_logic_kind: "simple AND/OR/NAND/NOR gates"
edf_count: 0
mux_share_pct: 1.60
top_cells_by_count: "dfxtp_1, nor2_1, nand2_1, xnor2_1"
final_max_slew_viol_count: 0
drv_cap: 0
root_buffer: "clkbuf_8"
rsz0062_at_grt: "no"
pin_count: 2
post_cts_buffers: 0
cts_tree: "yes"
nFillCells: 1143
num_antenna_cells: 0
dp_cells: 264
preCtsSetupSlack_ns: 1.22
top_area_cell: "dfxtp_1"
cts_buffer_depth: 2
htreeDepth: 1
slew_headroom_pct: 53.9
finalSetupViolations: 0
max_freq_ghz: 0.529
area_leaders: "dfxtp_1, xnor2_1, xor2_1, nand4_1, nor2_1"
path_max_fanout: 14
row_count: 37
gp_congestion: 0.816
cts.sinks: 27
crit_path_start_kind: "register"
required_ns: 3.26
dpl-instance-area_mm2: 0.00141
hold_viol: 0
power_mw: 0.541
grt_antenna_before_repair: 0
yosys.area_share.adder_pct: 2.00
setup_slack_ns: 1.21
postLayoutCoreUtil_pct: 14.2
yosys_warnings: 1
clkSlewWorstSetupHoldPaths_ns: 0.09
synth_top_area_share_pct: 43.2
rrSetupSlack_ns: 1.21
netlist_area_mm2: 0.00125
area_delta_synth_final_pct: 16.5
synth.most_common_cell: "dfxtp_1"
drtPass1Iterations: 4
wirelength_um: 2140
grt.overflow.total: 0
first_iter_violations: 32
simple_gate_share_pct: 34.7
yosys_most_used_dff: "dfxtp_1"
endpoint_kind: "register"
track_usage_pct: 2.99
fp_util_pct: 12.2
vias: 866
dieWidth_um: 122
drive_gt1_share_pct: 12.9
stdcell_count: 268
yosysUniqueCellTypes: 31
synthCells: 129
grt_pass1_vias: 837
synth_seq_share_pct: 43.2
fin_crit_ns: 1.89
cts-resized-gates: 0
async_flop_share_pct: 0
dpl.hpwl_um: 1530
timing.hold.ws_ns: 0.485
core_area_mm2: 0.0102
regToRegEndpoint: "rCount_Q[17]$_SDFF_PN0_"
criticalPathCategory: "register to register"
fin_skew_ns: 0.00370
cts_made_buffers: 3
status: "finished clean"
wl_per_cell_um: 7.98
numSynthFlops: 27
ys_sh_aoi_pct: 2.40
grt_pass1_wl_um: 3890
die_y_um: 122
critical path, stage by stage (launching register included):
cell and delay, ns:
dfxtp_1 0.39, nor4b_2 0.32, nand4_1 0.24, nor4_4 0.57, nand3b_1 0.18, o21ai_0 0.07
state kept, by name (all words and copies together) (netlist names):
| register | cells |
|---|---|
| rDiv_Q | 1 |
| rCount_Q | 26 |
worst min path at each step:
stage | from | endpoint | slack, ns | depth (start not counted)
final | rCount_Q[21]$_SDFF_PN0_ | rCount_Q[21]$_SDFF_PN0_ | 0.48 | 1
after global routing | rCount_Q[21]$_SDFF_PN0_ | rCount_Q[21]$_SDFF_PN0_ | 0.49 | 1
after CTS | rCount_Q[21]$_SDFF_PN0_ | rCount_Q[21]$_SDFF_PN0_ | 0.48 | 1
cell families (layout without fill, tap and decap cells):
| family | Yosys count | count (layout) |
|---|---|---|
| buffers and inverters | 6 | 9 |
| muxes | 2 | 2 |
| and+or+nand+nor | 67 | 67 |
| AOI/OAI and AO/OA | 6 | 6 |
| adders and majority gates | 2 | 2 |
| DFF | 27 | 27 |
| xor gates and xnor gates | 19 | 19 |
metal layers:
metal | wire length (um) | vias to the layer above | global-route usage, %
li1 | - | 455 | -
met2 | 967 | 3 | 4.71
met5 | 0 | - | 0
met3 | 43 | 2 | 0.469
met4 | 25 | 0 | 0.522
met1 | 1100 | 406 | 4.28
placed cells by master, fill, tap and decap left out:
cell type        instances
o21ai_0                  5
nand3_1                  8
and4_2                   2
clkbuf_8                 3
or3_4                    1
nand4_1                  9
inv_1                    4
nor2_2                   1
and3b_1                  1
nand4_2                  1
ha_1                     2
nor4b_2                  1
mux2i_1                  2
nor3_2                   2
and3_1                   3
xnor2_1                 10
and3_2                   2
nor2_1                  14
a21oi_1                  1
clkbuf_1                 1
nor2b_1                  1
nand3b_1                 2
and3_4                   1
nand2_1                 10
nand3_4                  2
dfxtp_1                 27
or3_1                    1
and2_1                   1
clkdlybuf4s50_1          1
nor4_4                   1
nor4_1                   3
xor2_1                   9
where the power goes:
| part | leakage [nW] | switching [mW] | internal (mW) |
|---|---|---|---|
| combinational | 0.226 | 0 | 0 |
| clock | 0.0228 | 0.102 | 0.0919 |
| sequential | 0.217 | 0 | 0.346 |
| total | 0.466 | 0.102 | 0.438 |
layout make-up:
cell class	instances	area, um2	area share [%]
repair buffers	1	10.0	0.687
inverters	4	15.0	1.03
clock buffers	4	45.0	3.09
well taps	136	170	11.7
flip-flops and latches	27	541	37.1
multi-input cells	96	676	46.4
Power figures rest on the tool's default switching activity, not on a simulated workload.
